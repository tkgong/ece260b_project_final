==> flow/run.sh <==
#!/bin/bash
# OpenROAD 26Q1-2900-gdf79404cd8, Yosys 0.63+post, stock flow scripts
make -C /OpenROAD-flow-scripts/flow DESIGN_CONFIG=/design/flow/config.mk WORK_HOME=/design/flow/orfs finish
==> flow/config.mk <==
export PLATFORM = sky130hd
export DESIGN_NAME = fifo_mux
export DESIGN_NICKNAME = fifo_mux
export VERILOG_FILES = /design/flow/design.v
export SDC_FILE = /design/flow/constraint.sdc
export NUM_CORES = 4
export LEC_CHECK = 1
export CORE_AREA = 10 10 78 78
export DIE_AREA = 0 0 88 88
==> flow/constraint.sdc <==
current_design fifo_mux

set clk_period 2.3
set clk_io_pct 0.2

create_clock -name clk0 -period $clk_period

set non_clock_inputs [all_inputs -no_clocks]
set_input_delay [expr $clk_period * $clk_io_pct] -clock clk0 $non_clock_inputs
set_output_delay [expr $clk_period * $clk_io_pct] -clock clk0 [all_outputs]
==> flow/design.v <==
module fifo_mux(
    in0, in1, in2, in3, in4, in5, in6, in7, in8, in9, in10, in11, in12, in13, in14, in15, sel, out
);
parameter bw = 4;
input [bw-1:0] in0;
input [bw-1:0] in1;
input [bw-1:0] in2;
input [bw-1:0] in3;
input [bw-1:0] in4;
input [bw-1:0] in5;
input [bw-1:0] in6;
input [bw-1:0] in7;
input [bw-1:0] in8;
input [bw-1:0] in9;
input [bw-1:0] in10;
input [bw-1:0] in11;
input [bw-1:0] in12;
input [bw-1:0] in13;
input [bw-1:0] in14;
input [bw-1:0] in15;
input [3:0] sel;
output reg [bw-1:0] out;
always @(*) begin
    case (sel)
        4'b0000: out = in0;
        4'b0001: out = in1;
        4'b0010: out = in2;
        4'b0011: out = in3;
        4'b0100: out = in4;
        4'b0101: out = in5;
        4'b0110: out = in6;
        4'b0111: out = in7;
        4'b1000: out = in8;
        4'b1001: out = in9;
        4'b1010: out = in10;
        4'b1011: out = in11;
        4'b1100: out = in12;
        4'b1101: out = in13;
        4'b1110: out = in14;
        4'b1111: out = in15;
        default: out = 0;  
    endcase
end
endmodule
==> GITHUB_STEP_SUMMARY <==
### Yosys + OpenROAD results

| Metric | Value |
|---|---|
| Internal | 0.192 mW |
| Gate count after technology mapping | 104 |
| Largest cells by area | a22oi_1 (11%), a21oi_1 (7.4%), nor2b_1 (7.4%), mux2_2 (6.7%), mux2i_1 (6.0%) |
| Synth unique cells | 34 |
| Pre-CTS setup slack | -0.745 ns |
| Peak supply drop | 0.0610 mV |
| Combinational share of power | 100.0% |
| Switching power | 0.0970 mW |
| PortBufs | 72 |
| Area grow syn2layout | 151% |
| First-pass GRT wire length | 5970 um |
| Max Cap Violations | 0 |
| Power Density | 171 mW/mm^2 |
| Leak Pwr | 0.722 nW |
| Final Hold Vio Count | 0 |
| Die ar. | 0.00774 sq mm |
| Share of cells above drive strength 1 | 28.6% |
| CLK BUF | 0 |
| Tmin final | 2.23 ns |
| Register area | 0 sq um |
| Req. time, crit path | 1.84 ns |
| Drt total wl | 3850 um |
| Top Layout Cells | clkdlybuf4s50_1 (56), buf_4 (25), a21oi_1 (10), a22oi_1 (10) |
| Core area | 0.00441 sq mm |
| Synth Seq Share | 0% |
| Final setup fails | 0 |
| Total GRT Usage | 9.41% |
| Status | finished clean |
| Achievable Freq | 448 MHz |
| Final period util | 97.1% |
| Worst slew pin tran | 0.289 ns |
| Largest net degree at the start of global routing | 17 |
| Critical path startpoint category | input pin |
| # diodes | 0 |
| DR pass1 iterations | 6 |
| Chip width | 88 um |
| # IOs | 72 |
| Avg Cell Area, Syn | 6.46 sq um |
| Unrepaired setup endpoints after global routing | yes |
| Routed vias/inst | 4.53 |
| Yosys stat cell total | 104 |
| Crit-path max FO | 1 |
| Grt ovf | 0 |
| Hold Path Class | in -> out |
| Wire per inst | 15.3 um |
| Tool warnings | 33 |
| Sequential cells | 0 |
| Pins Over Slew Limit | 0 |
| Area leader share | 11.2% |
| Slew Limit Headroom | 80.7% |
| Total power | 0.289 mW |
| Post-Syn Area | 672 sq um |
| DR vias | 1138 |
| # fillers | 434 |
| Die y size | 88 um |
| Dominant logic cell type in the layout | clkdlybuf4s50_1 |
| CP Capture Type | output pin |
| Post-DRT Antenna Nets | 0 |
| Yosys Chip Area | 672 sq um |
| Drt drc | 0 |
| Sw Ratio | 33.6% |
| Final HPWL from detailed placement | 3250 um |
| Area leader, netlist | a22oi_1 |
| Crit Path Class | in -> out |
| Drt initial violations | 83 |
| Final core occ | 38.2% |
| Syn. warnings | 1 |
| Gpl congestion | 0.829 |
| Vias in the first global route | 1208 |
| CTS Hold Bufs | 0 |
| Fin worst setup slack | 0.0669 ns |
| Fp_density | 15.2% |
| Clock share of power | 0% |
| CP Data Arrival Time | 1.77 ns |
| Initial antenna violation count | 0 |
| Part of the power in registers | 0% |
| Rows | 24 |
[power groups by stage]
stage / logic (mW) / clock network (mW) / registers [mW]
CTS: 0.281 / 0 / 0
global route: 0.315 / 0 / 0
finish: 0.289 / 0 / 0
[cell families (layout without fill, tap and decap cells)]
logic type,count (synthesis),count (layout),share of synthesized area [%]
simple gates,41,41,30.4
compound gates,40,40,42.8
buf+inv,13,108,10.2
mux,10,10,16.6
[worst max-delay path, stage by stage]
cell and delay, ns:
clkdlybuf4s50_1 0.40, mux2_2 0.26, nand3_1 0.08, o2111ai_1 0.12, o32a_1 0.33, buf_2 0.12
[path summary, 6_finish.rpt]
path | start | to | slack, ns | cells after the start
max | in2[0] | out[0] | 0.07 | 6
min | in5[0] | out[0] | 1.53 | 6
[synthesized netlist by cell type, types with 3 or more instances]
master and instances:
o32ai_1 3, nor2_1 8, o22ai_1 3, a22oi_1 10, nor3_1 3, a31oi_1 3, mux2_2 4, nand2_1 9
nand3_1 6, mux2i_1 4, buf_2 7, nor2b_1 8, a21oi_1 10, inv_1 3
[final cells by class]
cell class / count / area [sq um] / area share, %
multi-input combinational: 91 / 651 / 38.6
inverter: 4 / 15.0 / 0.890
tap: 52 / 65.1 / 3.86
timing repair buffer: 104 / 956 / 56.7
[layer usage]
| layer | up-vias | routed length (um) | track usage (%) |
|---|---|---|---|
| met1 | 495 | 1830 | 13.4 |
| met4 | 0 | 0 | 0 |
| met2 | 47 | 1680 | 14.4 |
| li1 | 596 | - | - |
| met3 | 0 | 332 | 2.90 |
| met5 | - | 0 | 0 |
[what timing repair did]
action                                  CTS  global route
setup buffers                             2             4
pin swaps                                15            10
endpoints found under the setup margin    4             4
gates cloned                              0             1
gates resized                            46            12
[per-stage QoR]
step,std cells,hold slack (ns),TNS (ns),area (sq um)
final,251,1.53,0,1690
after global placement,245,1.89,-2.77,1600
after global routing,251,1.59,-0.0494,1690
after CTS,246,1.55,0,1630
after floorplan,104,0.990,0,672
after detailed placement,245,1.89,-2.84,1600
Power is estimated from default activity; no workload was simulated.
